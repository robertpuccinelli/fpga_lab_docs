## design/flow/design.v

```verilog
`timescale 1ns/1ns
module button_parser #(
  parameter WIDTH = 1,
  parameter SAMPLE_CNT_MAX = 25000,
  parameter PULSE_CNT_MAX = 150
) (
  input clk,
  input [WIDTH-1:0] in,
  output [WIDTH-1:0] out
);
  wire [WIDTH-1:0] synchronized_signals;
  wire [WIDTH-1:0] debounced_signals;
  synchronizer # (
    .WIDTH(WIDTH)
  ) button_synchronizer (
    .clk(clk),
    .async_signal(in),
    .sync_signal(synchronized_signals)
  );
  debouncer # (
    .WIDTH(WIDTH),
    .SAMPLE_CNT_MAX(SAMPLE_CNT_MAX),
    .PULSE_CNT_MAX(PULSE_CNT_MAX)
  ) button_debouncer (
    .clk(clk),
    .glitchy_signal(synchronized_signals),
    .debounced_signal(debounced_signals)
  );
  edge_detector # (
    .WIDTH(WIDTH)
  ) button_edge_detector (
    .clk(clk),
    .signal_in(debounced_signals),
    .edge_detect_pulse(out)
  );
endmodule
module debouncer #(
  parameter WIDTH              = 1,
  parameter SAMPLE_CNT_MAX     = 25000,
  parameter PULSE_CNT_MAX      = 150,
  parameter WRAPPING_CNT_WIDTH = $clog2(SAMPLE_CNT_MAX) + 1,
  parameter SAT_CNT_WIDTH      = $clog2(PULSE_CNT_MAX) + 1
) (
  input clk,
  input [WIDTH-1:0] glitchy_signal,
  output [WIDTH-1:0] debounced_signal
);
  wire [WRAPPING_CNT_WIDTH-1:0] wrapping_cnt_value;
  wire [WRAPPING_CNT_WIDTH-1:0] wrapping_cnt_next;
  wire wrapping_cnt_rst;
  REGISTER_R #(.N(WRAPPING_CNT_WIDTH), .INIT(0)) wrapping_cnt(
    .q(wrapping_cnt_value),
    .d(wrapping_cnt_next),
    .rst(wrapping_cnt_rst),
    .clk(clk));
  wire [SAT_CNT_WIDTH-1:0] sat_cnt_value[WIDTH-1:0];
  wire [SAT_CNT_WIDTH-1:0] sat_cnt_next[WIDTH-1:0];
  wire sat_cnt_rst[WIDTH-1:0];
  wire sat_cnt_ce[WIDTH-1:0];
  genvar i;
  generate for (i = 0; i < WIDTH; i = i + 1) begin
    REGISTER_R_CE #(.N(SAT_CNT_WIDTH), .INIT(0)) sat_cnt (
      .q(sat_cnt_value[i]),
      .d(sat_cnt_next[i]),
      .rst(sat_cnt_rst[i]),
      .ce(sat_cnt_ce[i]),
      .clk(clk));
  end
  endgenerate
  assign wrapping_cnt_next = wrapping_cnt_value + 1;
  assign wrapping_cnt_rst = wrapping_cnt_value == SAMPLE_CNT_MAX ? 1 : 0;
  generate for (i = 0; i < WIDTH; i = i + 1) begin
    assign debounced_signal[i] = (sat_cnt_value[i] == PULSE_CNT_MAX);
    assign sat_cnt_next[i] = sat_cnt_value[i] == PULSE_CNT_MAX ? PULSE_CNT_MAX : sat_cnt_value[i] + 1;
    assign sat_cnt_rst[i]  = ~glitchy_signal[i];
    assign sat_cnt_ce[i]   = wrapping_cnt_rst & glitchy_signal[i];
  end
  endgenerate
endmodule
`timescale 1ns/1ns
module edge_detector #(
  parameter WIDTH = 1
)(
  input clk,
  input [WIDTH-1:0] signal_in,
  output [WIDTH-1:0] edge_detect_pulse
);
  wire [WIDTH-1:0] last_signal;
  wire [WIDTH-1:0] edge_in;
  REGISTER #(.N(WIDTH)) last_input(.d(signal_in), .q(last_signal), .clk(clk));
  REGISTER #(.N(WIDTH)) edge_detect(.d(edge_in), .q(edge_detect_pulse), .clk(clk));
  assign edge_in = signal_in & ~last_signal;
endmodule
`timescale 1ns/1ns
module synchronizer #(parameter WIDTH = 1) (
  input [WIDTH-1:0] async_signal,
  input clk,
  output [WIDTH-1:0] sync_signal
);
  wire [WIDTH-1:0] shift;
  REGISTER #(.N(WIDTH)) reg_async(.q(shift), .d(async_signal), .clk(clk));
  REGISTER #(.N(WIDTH)) reg_sync(.q(sync_signal), .d(shift), .clk(clk));
endmodule
`timescale 1ns/1ns
module register_file # (
  parameter AWIDTH = 5,
  parameter DWIDTH = 32
) (
  input clk,
  input               we,
  input  [AWIDTH-1:0] addr,
  input  [DWIDTH-1:0] din,
  output [DWIDTH-1:0] dout
);
  ASYNC_RAM #(.DWIDTH(DWIDTH), .AWIDTH(AWIDTH), .MIF_HEX("test_data_async.mif")) rf_entry (
    .clk(clk),
    .we(we),
    .d(din),
    .q(dout),
    .addr(addr)
    );
endmodule
`timescale 1ns/1ns
module z1top_register_file (
  input CLK_125MHZ_FPGA,
  input [3:0] BUTTONS,
  input [1:0] SWITCHES,
  output [5:0] LEDS
);
  localparam integer B_SAMPLE_CNT_MAX = 0.0005 * 125_000_000;
  localparam integer B_PULSE_CNT_MAX = 0.100 / 0.0005;
  wire [3:0] buttons_pressed;
  button_parser #(
    .WIDTH(4),
    .SAMPLE_CNT_MAX(B_SAMPLE_CNT_MAX),
    .PULSE_CNT_MAX(B_PULSE_CNT_MAX)
  ) bp (
    .clk(CLK_125MHZ_FPGA),
    .in(BUTTONS),
    .out(buttons_pressed));
  localparam AWIDTH = 5;
  localparam DWIDTH = 6;
  wire [AWIDTH-1:0] addr;
  wire [DWIDTH-1:0] din, dout;
  wire we;
  register_file #(
    .AWIDTH(AWIDTH),
    .DWIDTH(DWIDTH)
  ) RF (
    .clk(CLK_125MHZ_FPGA),
    .addr(addr),
    .din(din),
    .dout(dout),
    .we(we)
  );
  wire [DWIDTH-1:0] data_next, data_value;
  wire data_ce, data_rst;
  REGISTER_R_CE #(.N(DWIDTH), .INIT(0)) data_reg (
    .clk(CLK_125MHZ_FPGA),
    .rst(data_rst),
    .ce(data_ce),
    .d(data_next),
    .q(data_value)
  );
  wire [AWIDTH-1:0] addr_next, addr_value;
  wire addr_ce, addr_rst;
  REGISTER_R_CE #(.N(AWIDTH), .INIT(0)) addr_reg (
    .clk(CLK_125MHZ_FPGA),
    .rst(addr_rst),
    .ce(addr_ce),
    .d(addr_next),
    .q(addr_value)
  );
  assign addr_next = (buttons_pressed[0] == 1'b1) ? addr_value + 1 :
                     (buttons_pressed[1] == 1'b1) ? addr_value - 1 : addr_value;
  assign addr_ce   = (SWITCHES == 2'b00);
  assign addr_rst  = (SWITCHES == 2'b00 && buttons_pressed[3]);
  assign data_next = (buttons_pressed[0] == 1'b1) ? data_value + 1 :
                     (buttons_pressed[1] == 1'b1) ? data_value - 1 : data_value;
  assign data_ce   = (SWITCHES == 2'b01);
  assign data_rst  = (SWITCHES == 2'b01 && buttons_pressed[3]);
  assign addr = addr_value;
  assign din  = data_value;
  assign we   = (SWITCHES == 2'b11 && buttons_pressed[2]);
  assign LEDS = (SWITCHES == 2'b00) ? addr_value :
                (SWITCHES == 2'b01) ? data_value :
                                      dout[5:0];
endmodule
`timescale 1ns/1ns
module REGISTER(q, d, clk);
  parameter N = 1;
  output reg [N-1:0] q;
  input [N-1:0]      d;
  input 	     clk;
  initial q = {N{1'b0}};
  always @(posedge clk)
    q <= d;
endmodule  
module REGISTER_CE(q, d, ce, clk);
  parameter N = 1;
  output reg [N-1:0] q;
  input [N-1:0]      d;
  input 	      ce, clk;
  initial q = {N{1'b0}};
  always @(posedge clk)
    if (ce) q <= d;
endmodule  
module REGISTER_R(q, d, rst, clk);
  parameter N = 1;
  parameter INIT = {N{1'b0}};
  output reg [N-1:0] q;
  input [N-1:0]      d;
  input 	      rst, clk;
  initial q = INIT;
  always @(posedge clk)
    if (rst) q <= INIT;
    else q <= d;
endmodule  
module REGISTER_R_CE(q, d, rst, ce, clk);
  parameter N = 1;
  parameter INIT = {N{1'b0}};
  output reg [N-1:0] q;
  input [N-1:0]      d;
  input 	      rst, ce, clk;
  initial q = INIT;
  always @(posedge clk)
    if (rst) q <= INIT;
    else if (ce) q <= d;
endmodule  
module ASYNC_ROM(q, addr);
  parameter DWIDTH = 8;              
  parameter AWIDTH = 8;              
  parameter DEPTH  = (1 << AWIDTH);  
  parameter MIF_HEX = "";
  parameter MIF_BIN = "";
  input  [AWIDTH-1:0] addr;  
  output [DWIDTH-1:0] q;     
  (* rom_style = "distributed" *) reg [DWIDTH-1:0] mem [DEPTH-1:0];
  integer i;
  initial begin
    if (MIF_HEX != "") begin
      $readmemh(MIF_HEX, mem);
    end
    else if (MIF_BIN != "") begin
      $readmemb(MIF_BIN, mem);
    end
    else begin
      for (i = 0; i < DEPTH; i = i + 1) begin
        mem[i] = 0;
      end
    end
  end
  assign q = mem[addr];
endmodule  
module ASYNC_RAM(q, d, addr, we, clk);
  parameter DWIDTH = 8;              
  parameter AWIDTH = 8;              
  parameter DEPTH  = (1 << AWIDTH);  
  parameter MIF_HEX = "";
  parameter MIF_BIN = "";
  input               clk;
  input  [AWIDTH-1:0] addr;  
  input 	            we;    
  input  [DWIDTH-1:0] d;     
  output [DWIDTH-1:0] q;     
  (* ram_style = "distributed" *) reg [DWIDTH-1:0] mem [DEPTH-1:0];
  integer i;
  initial begin
    if (MIF_HEX != "") begin
      $readmemh(MIF_HEX, mem);
    end
    else if (MIF_BIN != "") begin
      $readmemb(MIF_BIN, mem);
    end
    else begin
      for (i = 0; i < DEPTH; i = i + 1) begin
        mem[i] = 0;
      end
    end
  end
  always @(posedge clk) begin
    if (we)
      mem[addr] <= d;
  end
  assign q = mem[addr];
endmodule  
module SYNC_ROM(q, addr, en, clk);
  parameter DWIDTH = 8;              
  parameter AWIDTH = 8;              
  parameter DEPTH  = (1 << AWIDTH);  
  parameter MIF_HEX = "";
  parameter MIF_BIN = "";
  input 	            clk;
  input               en;    
  input  [AWIDTH-1:0] addr;  
  output [DWIDTH-1:0] q;     
  (* rom_style = "block" *) reg [DWIDTH-1:0] mem [DEPTH-1:0];
  integer i;
  initial begin
    if (MIF_HEX != "") begin
      $readmemh(MIF_HEX, mem);
    end
    else if (MIF_BIN != "") begin
      $readmemb(MIF_BIN, mem);
    end
    else begin
      for (i = 0; i < DEPTH; i = i + 1) begin
        mem[i] = 0;
      end
    end
  end
  reg [DWIDTH-1:0] read_data_reg;
  always @(posedge clk) begin
    if (en) begin
      read_data_reg <= mem[addr];
    end
  end
  assign q = read_data_reg;
endmodule  
module SYNC_RAM(q, d, addr, we, en, clk);
  parameter DWIDTH = 8;            
  parameter AWIDTH = 8;            
  parameter DEPTH  = 1 << AWIDTH;  
  parameter MIF_HEX = "";
  parameter MIF_BIN = "";
  input               clk;
  input  [AWIDTH-1:0] addr;  
  input 	            we;    
  input               en;    
  input  [DWIDTH-1:0] d;     
  output [DWIDTH-1:0] q;     
  (* ram_style = "block" *) reg [DWIDTH-1:0] mem [DEPTH-1:0];
  integer i;
  initial begin
    if (MIF_HEX != "") begin
      $readmemh(MIF_HEX, mem);
    end
    else if (MIF_BIN != "") begin
      $readmemb(MIF_BIN, mem);
    end
    else begin
      for (i = 0; i < DEPTH; i = i + 1) begin
        mem[i] = 0;
      end
    end
  end
  reg [DWIDTH-1:0] read_data_reg;
  always @(posedge clk) begin
    if (en) begin
      if (we)
        mem[addr] <= d;
      read_data_reg <= mem[addr];
    end
  end
  assign q = read_data_reg;
endmodule  
module ASYNC_RAM_DP(q0, d0, addr0, we0, q1, d1, addr1, we1, clk);
  parameter DWIDTH = 8;              
  parameter AWIDTH = 8;              
  parameter DEPTH  = (1 << AWIDTH);  
  parameter MIF_HEX = "";
  parameter MIF_BIN = "";
  input               clk;
  input  [AWIDTH-1:0] addr0, addr1;  
  input 	            we0, we1;      
  input  [DWIDTH-1:0] d0, d1;        
  output [DWIDTH-1:0] q0, q1;        
  (* ram_style = "distributed" *) reg [DWIDTH-1:0] mem [DEPTH-1:0];
  integer i;
  initial begin
    if (MIF_HEX != "") begin
      $readmemh(MIF_HEX, mem);
    end
    else if (MIF_BIN != "") begin
      $readmemb(MIF_BIN, mem);
    end
    else begin
      for (i = 0; i < DEPTH; i = i + 1) begin
        mem[i] = 0;
      end
    end
  end
  always @(posedge clk) begin
    if (we0)
      mem[addr0] <= d0;
  end
  always @(posedge clk) begin
    if (we1)
      mem[addr1] <= d1;
  end
  assign q0 = mem[addr0];
  assign q1 = mem[addr1];
endmodule  
module SYNC_RAM_DP(q0, d0, addr0, we0, en0, q1, d1, addr1, we1, en1, clk);
  parameter DWIDTH = 8;              
  parameter AWIDTH = 8;              
  parameter DEPTH  = (1 << AWIDTH);  
  parameter MIF_HEX = "";
  parameter MIF_BIN = "";
  input               clk;
  input  [AWIDTH-1:0] addr0, addr1;  
  input 	            we0, we1;      
  input               en0, en1;      
  input  [DWIDTH-1:0] d0, d1;        
  output [DWIDTH-1:0] q0, q1;        
  (* ram_style = "block" *) reg [DWIDTH-1:0] mem [DEPTH-1:0];
  integer i;
  initial begin
    if (MIF_HEX != "") begin
      $readmemh(MIF_HEX, mem);
    end
    else if (MIF_BIN != "") begin
      $readmemb(MIF_BIN, mem);
    end
    else begin
      for (i = 0; i < DEPTH; i = i + 1) begin
        mem[i] = 0;
      end
    end
  end
  reg [DWIDTH-1:0] read_data0_reg, read_data1_reg;
  always @(posedge clk) begin
    if (en0) begin
      if (we0)
        mem[addr0] <= d0;
      read_data0_reg <= mem[addr0];
    end
  end
  always @(posedge clk) begin
    if (en1) begin
      if (we1)
        mem[addr1] <= d1;
      read_data1_reg <= mem[addr1];
    end
  end
  assign q0 = read_data0_reg;
  assign q1 = read_data1_reg;
endmodule  
```

## design/flow/run.sh

```bash
#!/bin/bash
# OpenROAD 26Q1-2900-gdf79404cd8, Yosys 0.63+post, stock flow scripts
make -C /OpenROAD-flow-scripts/flow DESIGN_CONFIG=/design/flow/config.mk WORK_HOME=/design/flow/orfs finish
```

## design/flow/config.mk

```make
export PLATFORM = sky130hd
export DESIGN_NAME = z1top_register_file
export DESIGN_NICKNAME = z1top_register_file
export VERILOG_FILES = /design/flow/design.v
export SDC_FILE = /design/flow/constraint.sdc
export NUM_CORES = 4
export LEC_CHECK = 1
export CORE_UTILIZATION = 40
export SYNTH_HDL_FRONTEND = slang
```

## design/flow/constraint.sdc

```tcl
current_design z1top_register_file

set clk_period 4.4
set clk_io_pct 0.2

create_clock -name clk0 -period $clk_period [get_ports {CLK_125MHZ_FPGA}]

set non_clock_inputs [all_inputs -no_clocks]
set_input_delay [expr $clk_period * $clk_io_pct] -clock clk0 $non_clock_inputs
set_output_delay [expr $clk_period * $clk_io_pct] -clock clk0 [all_outputs]
```

==> deck_impl_summary.md <==
Implementation Results

Status
  – Outcome: finished, final reports clean

Setup path
  – CP max FO: 16
  – CP bufs+invs: 3
  – Crit path DRT: 3.52 ns
  – CP arrival: 3.06 ns
  – Top Family by Delay on Critical Path: buffers and inverters
  – Slowest cell on the critical path: clkdlybuf4s50_1
  – Crit path largest cell delay: 0.71 ns
  – Most used cell, CP: clkdlybuf4s50_1
  – Crit path kind: primary input to primary output
  – Worst Setup End Kind: primary output
  – CP startpoint kind: primary input
  – Critical-path cell list: clkdlybuf4s50_1 > inv_1 > nor2_1 > nand3_1 > nand2_1 > nor4_1 > clkdlybuf4s50_1

Cells and area
  – Synth-to-Final Area Change: 13.2%
  – Proportion of layout cells with a drive suffix above 1: 15.6%
  – Final Instance Area: 12,900 um2
  – Layout fillers: 2,455
  – Final core utilization: 46.2%

STA
  – Total negative slack: 0 ns
  – Endpoints failing setup: 0
  – Fin Hold WS: 0.325 ns
  – Slew HR: 47.2%
  – Pins Over Slew Limit: 0
  – F_max: 254 MHz
  – Final Skew: 0.0369 ns
  – Tcrit/Tclk final: 89.5%
  – Final hold vios: 0
  – Worst Tran Pin Value: 0.791 ns
  – Final min period: 3.94 ns
  – Unrepaired setup endpoints after global routing: no

Yosys
  – Synth top cell by count: edfxtp_1
  – Syn Std Cell Area: 11,400 um2
  – Asr flop ratio synth: 0%
  – Register share after synthesis: 65.5%
  – Yosys reg bits: 277
  – Cells after synthesis: 780
  – Ys flop type: edfxtp_1
  – Yosys warning total: 0
  – Number of enable flip-flop cells: 192
  – Cell area leaders: edfxtp_1 (51%), dfxtp_1 (15%), mux4_2 (9.3%)
  – Number of cells in Yosys stat: 780
  – Top cells by count, synth: edfxtp_1 (192), dfxtp_1 (85), nor2_1 (73), mux4_2 (47), nand2_1 (37)
  – Distinct cell type count after synthesis: 61
  – Max-area cell share: 50.6%
  – Synth area leader: edfxtp_1
  – Syn Area/Cell: 14.6 um2
  – Area reported by Yosys stat: 11,400 um2

Global routing
  – Largest net degree at the start of global routing: 36
  – GRT Total Usage: 17.5%
  – Vias in the first global route: 6,506
  – GRT Residual Overflow: 0
  – Initial antenna violation count: 0
  – First-pass GRT wire length: 36,000 um

Route
  – Starting DRT DRC Count: 431
  – DR WL/cell: 18.9 um
  – Routed wire length: 23,000 um
  – Vias per cell: 5.32
  – Diodes inserted: 0
  – Via count: 6,457
  – Number of nets with antenna violations after routing: 0
  – Initial DRT Pass Iterations: 5
  – DRC violation count after routing: 0

CTS
  – Clock Latency Late Sink: 0.55 ns
  – CTS Buffer Depth: 3
  – CTS Sinks: 277
  – Clock transition at the registers of the reported paths: 0.06 ns
  – Cts repair resizes: 0
  – CTS Buf Count: 28
  – Clock root buffer: clkbuf_16
  – H-tree levels: 1
  – Setup bufs post-CTS: 0
  – Hold Buf Count CTS: 0
  – CTS tree: built

Power
  – Max VDD drop: 0.000266 V
  – Final Power: 5290 uW
  – Power Density: 410 nW/um2
  – Static leakage: 0.00449 uW

Run
  – OpenROAD warning count: 30
  – Max Cap Viol: 0

Placed design
  – Dpl cell area: 12,100 um2
  – DP Wirelength: 14,700 um
  – IO buf count: 12
  – Gpl congestion: 0.924

Floorplan
  – Die X: 171 um
  – Core area: 27,900 um2
  – Fp util: 40.8%
  – Boundary Pins: 13
  – Chip area: 29,200 um2
  – Die height: 171 um
  – Site Rows: 61

Worst hold path
  – Worst Hold Class: register to register
## kinds of logic after synthesis
group	share of synthesized area, %
and+or+nand+nor	11.7
AOI/OAI and AO/OA	4.37
DFF	65.5
xor gates and xnor gates	2.92
adders and majority gates	2.22
muxes	11.6
buffers and inverters	1.75
## metrics by stage
stage          setup slack, ns  std cells
3_5_place_dp             0.520       1161
2_1_floorplan             1.58        780
4_1_cts                  0.509       1213
5_1_grt                  0.251       1213
6_report                 0.463       1213
3_3_place_gp             0.533       1161
## state kept, by name, summed over array words and instances (netlist names), 5 cells and up, named ones only
| register | cells |
|---|---|
| RF.rf_entry.mem | 192 |
| addr_reg.q | 5 |
| bp.button_debouncer.wrapping_cnt.q | 17 |
| data_reg.q | 6 |
| bp.button_debouncer.genblk1.sat_cnt.q | 36 |
## final timing paths
check / start / to / slack, ns / cells past startpoint
setup / recovery: SWITCHES[1] / LEDS[1] / 0.46 / 7
hold / removal: bp.button_synchronizer.reg_async.q[2]$_DFF_P_ / bp.button_synchronizer.reg_sync.q[2]$_DFF_P_ / 0.33 / 0
setup reg to reg: bp.button_debouncer.wrapping_cnt.q[9]$_SDFF_PN0_ / bp.button_debouncer.genblk1[1].sat_cnt.q[8]$_SDFFE_PN0P_ / 1.84 / 4
hold reg to reg: bp.button_synchronizer.reg_async.q[2]$_DFF_P_ / bp.button_synchronizer.reg_sync.q[2]$_DFF_P_ / 0.33 / 0
## metal layers
layer	up-vias	share of wire, %	track usage (%)	routed length, um
met5	-	0	0	0
met4	0	2.7	4.27	614
met3	41	8.3	6.34	1900
met2	215	47	27.1	10800
met1	3150	42	24.8	9680
li1	3051	-	-	-
## cell usage in the layout, fill, tap and decap left out, types with 9 or more instances in the layout
cell / instances
buf_4: 18
clkdlybuf4s50_1: 12
nand4_1: 16
edfxtp_1: 192
ha_1: 17
nor2_1: 73
nand2_1: 37
a21boi_0: 9
mux2i_1: 18
a21oi_1: 16
clkbuf_16: 28
mux4_2: 47
inv_1: 20
xnor2_1: 24
nor2b_1: 9
dfxtp_1: 83
nand3_1: 26
xor2_1: 14
nor3_1: 13
and2_1: 17
## power breakdown
group | leakage (uW) | internal [uW] | total, uW | switching [uW]
Sequential | 0.00264 | 2780 | 2820 | 40.3
Combinational | 0.00143 | 142 | 275 | 133
Clock | 0.000419 | 1240 | 2190 | 950
Total | 0.00449 | 4160 | 5290 | 1120
## final cells by class
class                   instances  area (um2)  share of cell area (%)
flip-flops and latches        277        7470                    57.9
inverters                      20        75.1                   0.582
clock inverters                17         115                   0.892
repair buffers                 32         295                    2.29
well taps                     378         473                    3.67
multi-input cells             454        3740                    29.0
clock buffers                  35         737                    5.71
Power is estimated from default activity; no workload was simulated.
